### config.mk
export PLATFORM = sky130hd
export DESIGN_NAME = data_request
export DESIGN_NICKNAME = data_request
export VERILOG_FILES = /design/flow/design.v
export SDC_FILE = /design/flow/constraint.sdc
export NUM_CORES = 4
export LEC_CHECK = 1
export CORE_AREA = 10 10 70 70
export DIE_AREA = 0 0 80 80
### constraint.sdc
current_design data_request

set clk_period 1.2
set clk_io_pct 0.2

create_clock -name clk0 -period $clk_period [get_ports {clk}]

set non_clock_inputs [all_inputs -no_clocks]
set_input_delay [expr $clk_period * $clk_io_pct] -clock clk0 $non_clock_inputs
set_output_delay [expr $clk_period * $clk_io_pct] -clock clk0 [all_outputs]
### design.v
module data_request(input clk,
    input pls_data_request_complete,  
    input pls_data_request_extend,   
    input pls_data_request_extenderror,
    input pls_data_request_zero,
    input pls_data_request_one,
    output reg [7:0]txd,
    output reg tx_en,
    output reg tx_er,
    output reg gt_clk
);
always @(posedge clk) begin
 if (pls_data_request_complete && !pls_data_request_extend && !pls_data_request_extenderror && !pls_data_request_zero && !pls_data_request_one) begin
    tx_en = 0;
    tx_er = 0;
    txd = 8'h3F;
 end
else if(!pls_data_request_complete && pls_data_request_extend && !pls_data_request_extenderror && !pls_data_request_zero && !pls_data_request_one) begin
  tx_en = 0;
    tx_er = 1;
    txd = 8'h0F;
end
else if(!pls_data_request_complete && !pls_data_request_extend && pls_data_request_extenderror && !pls_data_request_zero && !pls_data_request_one) begin
  tx_en = 0;
    tx_er = 1;
    txd = 8'h1F;
end
else if(!pls_data_request_complete && !pls_data_request_extend && !pls_data_request_extenderror && pls_data_request_zero && !pls_data_request_one) begin
  tx_en = 1;  
    tx_er = 0;
    txd = 8'h5F;
end
else if(!pls_data_request_complete && !pls_data_request_extend && !pls_data_request_extenderror && !pls_data_request_zero && pls_data_request_one) begin
  tx_en = 1;  
    tx_er = 0;
    txd = 8'h6F;
end
end
endmodule
### run.sh
#!/bin/bash
# OpenROAD 26Q1-2900-gdf79404cd8, Yosys 0.63+post, stock flow scripts
make -C /OpenROAD-flow-scripts/flow DESIGN_CONFIG=/design/flow/config.mk WORK_HOME=/design/flow/orfs finish
==> changes_impl.md <==
### Metrics

- Max VDD drop: 0.000289 V
- Peak Freq: 897 MHz
- Setup-failing EPs final: 0
- PwrDens: 820 mW/mm²
- Worst Hold Class: in -> reg
- Most frequent cell after synthesis: nor2_1
- CP arrival: 1300 ps
- Layout area overhead: 51.9%
- GRT Total Usage: 3.06%
- CTS Root Cell: clkbuf_4
- Diode count: 0
- YS chip area: 362 µm²
- Area after DPL: 489 µm²
- Area of the core: 0.00342 mm²
- Register share after synthesis: 22.1%
- Worst Hold Depth: 3
- Max Cap Viol: 0
- Largest net degree at the start of global routing: 10
- CTS clk-pin slew, worst paths: 40 ps
- Reg2reg setup slack: 320 ps
- Syn Inst Count: 47
- Outcome: complete, no violations
- Final WL: 940 µm
- Worst EP required: 1380 ps
- Area leader share: 22.1%
- Number of enable flip-flop cells: 0
- Global-route wire length before repair: 1550 µm
- Final min period: 1120 ps
- Yosys reg bits: 4
- Hold bufs inserted after CTS: 0
- Site Rows: 21
- Log Warnings: 25
- R2r endpoint: txd[4]$_SDFFE_PP1P_
- Clk latency late pin: 240 ps
- Initial antenna violation count: 0
- Synth area leader: dfxtp_1
- Routed Antenna Nets: 0
- Die extent in x: 80 µm
- GP Congestion: 0.849
- Wirelength per Cell: 8.79 µm
- I/O pins: 17
- Top cells by count: 8 x nor2_1, 7 x buf_4, 4 x a211oi_1, 4 x dfxtp_1, 4 x o21ai_0
- Port buffer count: 10
- Mapped Avg Cell Area: 7.69 µm²
- Fraction of layout instances using a drive strength above 1: 32.8%
- Die area: 0.00640 mm²
- Yosys Instances: 47
- Min-delay src: pls_data_request_extenderror
- Final Hold Viols: 0
- Dominant flop cell: dfxtp_1
- Final Cell Area: 549 µm²
- Fin crit share: 92.9%
- RSZ-0062 raised after global routing: false
- Global route overflow: 0
- TritonCTS buffer count: 3
- Worst Skew: 0 ps
- CTS tree: built
- Setup TNS: 0 ps
- CP startpoint kind: input pin
- Vias in the first global route: 368
- Hpwl dp: 764 µm
- Final Power: 0.000451 W
- DIE HEIGHT: 80 µm
- Fillers: 400
- Clock Sinks: 4
- FFs w/ async S/R, synth: 0%
- Core Util at FP: 10.6%
- Worst Hold End: tx_er$_SDFFE_PP0P_
- DR iter-0 viols: 21
- Worst setup path class: in -> reg
- Vias: 350
- Lkg Pwr: 0.238 nW
- Reg2reg path depth: 3
- Number of synthesis warnings: 2
- Setup crit end kind: register
- H-tree levels: 1
- Unique cell types: 16
- Slew Limit Fails: 0
- Top area cell types: dfxtp_1 22%, buf_4 15%, a211oi_1 8.3%
- DRT Pass-1 Iters: 4
- Cell Area, Synth: 362 µm²
- CP max FO: 8
- DR vias/cell: 3.27
- Clock buffer depth: 2
- Drt drc: 0
- Reg-to-Reg Start: txd[4]$_SDFFE_PP1P_
==> state kept, by name, summed over array words and instances (netlist names) <==
signal  cells
tx_er       1
txd         3
==> layer usage <==
layer	up-vias	wire length [µm]	GRT usage, %	part of all wire, %
li1	179	-	-	-
met1	155	467	3.80	50
met2	16	329	4.01	35
met3	0	143	2.73	15
met4	0	0	0.176	0
met5	-	0	0	0
==> worst max-delay path: stages <==
cell,delay (ps)
dlygate4sd2_1,350
or4_4,480
a21boi_2,130
a211o_1,100
==> layout by cell type (no fill, tap or decap) <==
| master | netlist | layout |
|---|---|---|
| buf_4 | 7 | 9 |
| a221oi_1 | 3 | 3 |
| dlymetal6s2s_1 | 0 | 1 |
| conb_1 | 2 | 6 |
| o21ai_0 | 4 | 4 |
| inv_1 | 1 | 1 |
| xnor2_2 | 0 | 1 |
| a211oi_1 | 4 | 3 |
| clkbuf_4 | 0 | 3 |
| o41ai_2 | 0 | 1 |
| nand2_1 | 2 | 2 |
| a211o_1 | 1 | 1 |
| nor2_1 | 8 | 8 |
| dfxtp_2 | 0 | 3 |
| xnor2_1 | 3 | 2 |
| a211oi_2 | 0 | 1 |
| dlygate4sd2_1 | 0 | 9 |
| or4_4 | 1 | 1 |
| dfxtp_1 | 4 | 1 |
| a21boi_2 | 1 | 1 |
==> logic make-up after synthesis <==
group	Yosys count	share of synthesized area [%]
other	2	2.08
buffers and inverters	13	25.9
AND/OR/NAND/NOR	11	13.5
flip-flops	4	22.1
XOR/XNOR	3	7.27
AND-OR/OR-AND	14	29.1
==> final cells by class <==
cell class | instances | area, µm² | share of cell area, %
clock buffer | 3 | 22.5 | 4.10
inverter | 1 | 3.75 | 0.683
tap | 46 | 57.6 | 10.5
sequential | 4 | 83.8 | 15.3
timing repair buffer | 19 | 159 | 28.9
multi-input combinational | 34 | 223 | 40.5
==> where the power goes <==
group	internal [W]	leakage [nW]	switching, W
clock	0.000112	0.0138	0.0000589
sequential	0.000145	0.0341	0.00000484
combinational	0.0000711	0.190	0.0000583
==> worst max-delay path by stage <==
| stage | startpoint | end | slack, ps |
|---|---|---|---|
| final | pls_data_request_complete | txd[4]$_SDFFE_PP1P_ | 80 |
| after CTS | pls_data_request_extenderror | tx_er$_SDFFE_PP0P_ | 7 |
| after global routing | pls_data_request_complete | txd[4]$_SDFFE_PP1P_ | 30 |
==> per-stage QoR <==
stage,utilization [%],std cells,setup WS (ps),hold slack (ps)
after floorplan,-,51,23.0,454
after global placement,14.3,101,-376,503
after detailed placement,14.3,101,-398,492
after CTS,15.8,107,7.33,510
after global routing,16.1,107,33.4,518
final,16.1,107,84.8,475
==> what timing repair did <==
item | 4_1_cts | 5_1_grt
setup buffers | 3 | 0
resized | 14 | 2
pin swaps | 2 | 0
endpoints found under the setup margin | 9 | 3
No activity file was given, so power comes from the tool's default toggle rates.
